--- flow/constraint.sdc ---
current_design RCA_param

set clk_period 2.8
set clk_io_pct 0.2

create_clock -name clk0 -period $clk_period

set non_clock_inputs [all_inputs -no_clocks]
set_input_delay [expr $clk_period * $clk_io_pct] -clock clk0 $non_clock_inputs
set_output_delay [expr $clk_period * $clk_io_pct] -clock clk0 [all_outputs]
--- flow/config.mk ---
export PLATFORM = sky130hd
export DESIGN_NAME = RCA_param
export DESIGN_NICKNAME = RCA_param
export VERILOG_FILES = /design/flow/design.v
export SDC_FILE = /design/flow/constraint.sdc
export NUM_CORES = 4
export LEC_CHECK = 1
export CORE_AREA = 10 10 70 70
export DIE_AREA = 0 0 80 80
--- flow/design.v ---
module FA(sum, carry_out, a, b, carry_in);
    input a,b,carry_in;
    output sum, carry_out;
    assign sum = (~a & ~b & carry_in) | (~a & b & ~carry_in) | (a & ~b & ~carry_in) | (a & b & carry_in);
    assign carry_out = (a & b) | (b & carry_in) | (carry_in & a);
endmodule
module RCA_param(Sum, carry_out, A, B, carry_in);
    parameter N = 4;     
    input [N-1:0] A, B;    
    input carry_in;
    output [N-1:0] Sum;
    output carry_out;
    wire [N:0] w;  
    assign w[0] = (carry_in);
    assign carry_out = (w[N]);
    genvar i;    
    for(i=0;i<N;i=i+1)
    begin
        FA fa0(.sum(Sum[i]),.carry_out(w[i+1]),.a(A[i]),.b(B[i]),.carry_in(w[i]));
    end
endmodule
--- flow/run.sh ---
#!/bin/bash
# OpenROAD 26Q1-2900-gdf79404cd8, Yosys 0.63+post, stock flow scripts
make -C /OpenROAD-flow-scripts/flow DESIGN_CONFIG=/design/flow/config.mk WORK_HOME=/design/flow/orfs finish
==> impl_metrics.yaml <==
# yosys + openroad results
floorplan:
  core_area_um2: 3420
  ios: 14
  rows: 21
  initCoreUtil_pct: 4.32
  chipHeight_um: 80
  die_area_um2: 6400
  die_w_um: 80
pwr:
  power_mw: 0.0492
  p_leak_nw: 0.140
  vdd_ir_drop_max_mv: 0.0445
  p_per_area_nw_per_um2: 152
finish:
  final_cell_mix: "6 x clkdlybuf4s50_1, 4 x inv_1, 4 x inv_2, 4 x fa_2, 4 x dlygate4sd2_1"
  seq_cells: 0
  drive_gt1_share_pct: 50.0
  nClkBuffers: 0
  layout_top_cell: "clkdlybuf4s50_1"
  seq_area_um2: 0
  fillCellCount: 398
  syn2layout_area_growth_pct: 119
worst_hold_path:
  min_path_type: "in -> out"
timing:
  setup_viol: 0
  report.final.slew_viol_count: 0
  fin_crit_ps: 2780
  hold_violations: 0
  tightest_slew_ps: 96.1
  rsz0062_at_grt: "true"
  fin_crit_sh_pct: 99.2
  whs_ps: 1870
  fmax_mhz: 360
  maxSlewHeadroom_pct: 93.6
setup_path:
  crit_required_ps: 2240
  critPathLaunch: "A[0]"
  cpPeakStageDelay_ps: 420
  worst_path_max_delay_cell: "fa_2"
  crit_path_end_kind: "output port"
  start_kind: "primary input"
  critPathKind: "in -> out"
  crit_arrival_ps: 2220
  critPathCapture: "Sum[3]"
  path_cells: "buf_6, inv_4, fa_2, inv_2, fa_2, fa_2, inv_2, fa_2, inv_2, buf_2"
  critPathMaxFanout: 1
  crit_top_cell: "fa_2"
job:
  warning_count: 34
  cap_violations: 0
placed_design:
  port_buffers: 14
  gp_congestion: 0.761
  dpl.hpwl_um: 401
yosys:
  syn_area_per_cell_um2: 8.20
  ys_seq_share_pct: 0
  yosys_warnings: 0
  ys_cells: 18
  syn_area_um2: 148
  ys_types: 3
  ys_chip_area_um2: 148
  syn_inst: 18
route:
  drc: 0
  firstDrtPassIters: 1
  antenna_cells: 0
  ant_nets: 0
  wire_per_inst_um: 5.62
  num_vias: 120
  avgViaCountPerCell: 1.62
  finalWirelength_um: 416
  drt_iter0_drc: 0
grt:
  grt_max_degree: 2
  grt_use_total_pct: 1.30
  antenna_found_initial: 0
  grt_first_pass_wirelength_um: 662
  grt_pass1_vias: 147
  grt_overflow: 0
outcome:
  status: "finished, final reports clean"
-- stage by stage --
step | setup WS (ps) | instance area, um^2 | TNS [ps] | std cells | util (%)
2_1_floorplan | 103 | 148 | 0 | 18 | -
3_3_place_gp | -781 | 315 | -1910 | 74 | 9.23
3_5_place_dp | -790 | 315 | -1970 | 74 | 9.23
4_1_cts | -63.9 | 322 | -63.9 | 74 | 9.41
5_1_grt | -54.0 | 324 | -54.0 | 74 | 9.49
6_report | 22.1 | 324 | 0 | 74 | 9.49
-- power by group --
| group | internal (mW) | switching, mW | leakage, nW |
|---|---|---|---|
| Clock | 0 | 0 | 0 |
| Sequential | 0 | 0 | 0 |
| Combinational | 0.0328 | 0.0164 | 0.140 |
| Total | 0.0328 | 0.0164 | 0.140 |
-- worst min-delay path by stage --
stage,start,end,slack [ps],cells after the start
CTS,B[0],Sum[0],1880,5
global route,carry_in,Sum[0],1920,5
finish,carry_in,Sum[0],1870,5
-- logic make-up after synthesis --
logic type | after synthesis | synth area share, %
buffers and inverters | 14 | 45.8
adders and majority gates | 4 | 54.2
-- final cells by class --
| type | instances | area (um^2) | area share, % |
|---|---|---|---|
| well taps | 46 | 57.6 | 17.8 |
| repair buffers | 14 | 134 | 41.3 |
| multi-input cells | 4 | 90.1 | 27.8 |
| inverters | 10 | 42.5 | 13.1 |
-- worst max-delay path: cells and delay by family --
family                   cells  cell delay (ps)
adder cells (fa/ha/maj)      4             1300
buffers and inverters        6              360
-- cell usage after synthesis (all sizes together) --
| cell type | instances | area, um^2 |
|---|---|---|
| buf | 4 | 30.0 |
| fa | 4 | 80.1 |
| inv | 10 | 37.5 |
-- per-layer routing --
metal	global-route usage (%)	wire [um]	part of all wire [%]
met2	1.28	86	21
met3	0.909	86	21
met5	0	0	0
met1	2.14	243	58
met4	0	0	0
-- repair_timing --
| item | CTS | global route |
|---|---|---|
| pin swaps | 4 | 4 |
| hold buffers | 0 | 0 |
| setup endpoints to repair | 4 | 2 |
| gates resized | 30 | 2 |
| buffers inserted | 0 | 0 |
Power figures rest on the tool's default switching activity, not on a simulated workload.
