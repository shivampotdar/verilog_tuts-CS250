[design/flow/run.sh]
#!/bin/bash
# OpenROAD 26Q1-2900-gdf79404cd8, Yosys 0.63+post, stock flow scripts
make -C /OpenROAD-flow-scripts/flow DESIGN_CONFIG=/design/flow/config.mk WORK_HOME=/design/flow/orfs finish
[design/flow/config.mk]
export PLATFORM = sky130hd
export DESIGN_NAME = RCA_4b
export DESIGN_NICKNAME = RCA_4b
export VERILOG_FILES = /design/flow/design.v
export SDC_FILE = /design/flow/constraint.sdc
export NUM_CORES = 4
export LEC_CHECK = 1
export CORE_AREA = 10 10 70 70
export DIE_AREA = 0 0 80 80
[design/flow/constraint.sdc]
current_design RCA_4b

set clk_period 2.3
set clk_io_pct 0.2

create_clock -name clk0 -period $clk_period

set non_clock_inputs [all_inputs -no_clocks]
set_input_delay [expr $clk_period * $clk_io_pct] -clock clk0 $non_clock_inputs
set_output_delay [expr $clk_period * $clk_io_pct] -clock clk0 [all_outputs]
[design/flow/design.v]
module FA(sum, carry_out, a, b, carry_in);
    input a,b,carry_in;
    output sum, carry_out;
    assign sum = (~a & ~b & carry_in) | (~a & b & ~carry_in) | (a & ~b & ~carry_in) | (a & b & carry_in);
    assign carry_out = (a & b) | (b & carry_in) | (carry_in & a);
endmodule
module RCA_4b(Sum, carry_out, A, B, carry_in);
    input [3:0] A, B;    
    input carry_in;
    output [3:0] Sum;
    output carry_out;
    wire w0_1, w1_2, w2_3;   
    FA fa0(Sum[0],w0_1, A[0], B[0], carry_in);
    FA fa1(Sum[1],w1_2, A[1], B[1], w0_1);
    FA fa2(Sum[2],w2_3, A[2], B[2], w1_2);
    FA fa3(Sum[3],carry_out, A[3], B[3], w2_3);
endmodule
==> metrics.sh <==
YS_TYPES=3
YOSYS.STAT.SEQSHARE_PCT=0
OUTCOME='complete, but fails checks'
DR.PASS1.ITERS=1
NUMBER_OF_ANTENNA_VIOLATIONS_AT_THE_FIRST_CHECK_IN_GLOBAL_ROUTING=0
WORSTHOLDPATHTYPE='input pin to output port'
MAXIMUM_NUMBER_OF_PINS_ON_ONE_NET_BEFORE_GLOBAL_ROUTE_REPAIR=2
POSTROUTEWIRELENGTH_UM=522
SYNTHTOPLOGICFAMILY='adder cells'
FINAL-SEQ-AREA_UM2=0
SYNTHESIZED_INSTANCE_COUNT=18
SEQ_CELLS=0
TIGHTEST_SLEW_PS=96.7
FA_HA_AREA_SHARE_PCT=54.2
FINAL_MIN_PERIOD_OVER_CLOCK_PERIOD_PCT=111
TOTAL_CELLS_REPORTED_BY_YOSYS_AFTER_SYNTHESIS=18
POST_ROUTE_CELLS_DRIVE_ABOVE_1_SHARE_PCT=50.0
DETAIL_ROUTE.ITER0.VIOLATIONS=0
POWER_FRAC_CLOCK_PCT=0
POWER.LEAKAGE_nW=0.140
PORTBUFFERS=14
NUMBER_OF_DIODES=0
POWERDENSITY_mW_PER_MM2=177
SYNTH.CELL_AREA_UM2=148
WL_PER_CELL_UM=7.05
TYPE_OF_THE_SETUP_PATH_WITH_THE_LEAST_SLACK='input pin to output port'
CP-START-KIND='input pin'
YS_SH_XOR_PCT=0
CP_SLOWEST_CELL='sky130_fd_sc_hd__fa_1'
GRT_SETUP_UNREPAIRED='true'
NUM-FILL-CELLS=401
WORST_ENDPOINT_REQUIRED_TIME_PS=1840
PEAKVDDDROP_mV=0.0195
IO_PINS=14
PLACEABLE_CORE_AREA_MM2=0.00342
REPORT.FINAL.SETUP_VIOL=2
MIN_PERIOD_PS=2540
ROWS=21
GRT_FIRST_PASS_WIRELENGTH_UM=731
VIAS=124
AOI_SHARE_PCT=0
YOSYS-STAT-AREA_UM2=148
DRV_CAP=0
DIE_H_UM=80
POSTLAYOUTCELLAREA_UM2=313
NCLKBUFFERS=0
MUX_AREA_SHARE_PCT=0
FINAL_POWER_mW=0.0553
GR-USAGE-ALL-LAYERS_PCT=1.53
POWER.SEQUENTIAL.FRACTION_PCT=0
INITIAL_CORE_UTIL_PCT=4.32
CRITPATHMAXFANOUT=1
FINAL_MAX_SLEW_VIOL_COUNT=0
ROUTE.ANTENNA.REMAINING_NETS=0
WORSTPATHARRIVAL_PS=2080
VIAS_PER_CELL=1.68
OVERFLOW=0
SETUP_WS_FINAL_PS=-244
SIMPLE_GATE_SHARE_PCT=0
REMAINING_DRC_ERRORS=0
PLACEMENT.CELL_AREA_UM2=320
INTERNAL-POWER_mW=0.0353
NETSWITCHINGPOWER_mW=0.0200
FIRST_GLOBAL_VIAS=131
PLACER_CONGESTION=0.682
MAX_FREQ_GHz=0.393
CRIT_PATH_END_KIND='output port'
FINAL_CELL_MIX='sky130_fd_sc_hd__inv_1 (5), sky130_fd_sc_hd__clkdlybuf4s50_1 (5)'
YOSYSWARNINGCOUNT=0
VIOLATED_CHECKS='setup timing'
PATH_CELLS='buf_6 -> inv_2 -> fa_2 -> inv_2 -> fa_2 -> fa_2 -> inv_2 -> fa_1 -> inv_1 -> buf_2'
FLOW.AREA_GROWTH_FROM_SYNTHESIS_PCT=112
DIE_W_UM=80
MAX-SLEW-MARGIN-REL_PCT=93.5
SYNTHESIS.AREA_PER_INSTANCE_UM2=8.20
FIN_TNS_SETUP_PS=-296
SWITCHING_SHARE_PCT=36.2
POSTCTSHOLDBUFS=0
FINAL-HOLD-VIOLATION-COUNT=0
COMB_POWER_SHARE_PCT=100.0
CHIP_FOOTPRINT_MM2=0.00640
OPENROAD.WARNINGS=35
CRITICAL-PATH-MAX-STAGE-DELAY_PS=390
DP_HPWL_UM=513
==> stage by stage <==
step / hold WS [ps] / util, % / cells / worst slack, ps
after floorplan: 1150 / - / 18 / -122
after global placement: 1990 / 9.38 / 74 / -990
after detailed placement: 2000 / 9.38 / 74 / -1000
after CTS: 1530 / 8.90 / 74 / -327
after global routing: 1580 / 9.16 / 74 / -330
final: 1540 / 9.16 / 74 / -244
==> routing by layer <==
metal	track usage, %	vias up	share of wire [%]
li1	-	60	-
met1	1.47	56	35
met2	2.41	8	43
met3	1.59	0	22
met4	0	0	0
met5	0	-	0
==> worst paths after layout <==
path              cells after the start  slack (ps)  startpoint     end
setup / recovery                     10        -240        B[0]  Sum[3]
hold / removal                        3        1540        B[1]  Sum[1]
==> synth_stat cells <==
cell	number	area (µm²)
sky130_fd_sc_hd__fa_1	4	80.1
sky130_fd_sc_hd__inv_1	10	37.5
sky130_fd_sc_hd__buf_4	4	30.0
==> worst max-delay path, delay by kind of cell <==
family | cells | cell delay, ps
buffers and inverters | 6 | 380
adders and majority gates | 4 | 1250
==> power by group through the flow <==
stage / Sequential (mW) / Combinational (mW) / Clock [mW]
after global routing: 0 / 0.0643 / 0
after CTS: 0 / 0.0561 / 0
final: 0 / 0.0553 / 0
==> logic make-up (layout without fill, tap and decap cells) <==
kind of cell | count (synthesis) | in the layout
fa+ha+maj | 4 | 4
buf+inv | 14 | 24
==> repair_timing <==
action	4_1_cts	5_1_grt
setup endpoints to repair	5	3
pin swaps	4	4
hold endpoints to repair	0	0
setup buffers	0	0
resized	33	2
==> area by class of cell <==
type	instances	area [µm²]	area share, %
repair buffers	14	125	40.0
multi-input cells	4	87.6	28.0
well taps	46	57.6	18.4
inverters	10	42.5	13.6
Power and IR drop assume default switching activity.
